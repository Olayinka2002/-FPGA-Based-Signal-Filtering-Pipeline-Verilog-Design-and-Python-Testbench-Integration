[design.v]
`timescale 1us / 1ns
module Sample (
    input clk,
    input reset,                 
    input [9:0] addr,            
    output [15:0] data
);
    reg [15:0] rom [0:1023]; 
    reg [15:0] data_out;
    initial begin
        $readmemh("test_signal_t.mem", rom);
    end
    always @(posedge clk or posedge reset) begin
        if (reset)
            data_out <= 16'h0000;
        else
            data_out <= rom[addr];
    end
    assign data = data_out;
endmodule
`timescale 1us / 1ns
module simple_IIR_Filter(
    input clk,
    input rst,
    input [15:0] d_in,
    output [15:0] d_out
    );
    reg signed [15:0] b0_1 = 19766;   
    reg signed [15:0] b1_1 = 32767;   
    reg signed [15:0] b2_1 = 19766;   
    reg signed [15:0] a0_1 = 32767;   
    reg signed [15:0] a1_1 = -44091;  
    reg signed [15:0] a2_1 = -16921;  
    reg signed [15:0] r_in;
    reg signed [31:0] r_out;
    wire signed [31:0] scaled_output;
    reg signed [15:0] v_z1 = 0;      
    reg signed [15:0] v_z2 = 0;      
    reg signed [15:0] y_z1 = 0;      
    reg signed [15:0] y_z2 = 0;      
  reg signed [31:0] product_a1;
  reg signed [31:0] product_a2;
  reg signed [31:0] product_b0;
  reg signed [31:0] product_b1;
  reg signed [31:0] product_b2;
  reg signed [31:0] sum_1;  
  reg signed [31:0] sum_2;  
    always @(posedge clk) begin
        if (rst) begin
            r_in <= 0;
            r_out <= 0;
            v_z1 <= 0;
            v_z2 <= 0;
            y_z1 <= 0;
            y_z2 <= 0;
            sum_1 <= 0;
            sum_2 <= 0;
            product_a1 <= 0; product_a2 <= 0;
            product_b0 <= 0; product_b1 <= 0; product_b2 <= 0;
        end else begin
            r_in <= d_in;
            product_a1 <= (a1_1 * y_z1);
            product_a2 <= (a2_1 * y_z2);
            sum_1 <= (r_in<<<15) - product_a1 - product_a2;
            product_b0 <= (b0_1 * sum_1) >>> 15;
            product_b1 <= (b1_1 * v_z1) >>> 15;
            product_b2 <= (b2_1 * v_z2) >>> 15;
            sum_2 <= product_b0 + product_b1 + product_b2;
            r_out <= sum_2;
            v_z2 <= v_z1;
            v_z1 <= sum_1;
            y_z2 <= y_z1;
            y_z1 <= sum_2;
        end
    end
    assign d_out = r_out[15:0];
endmodule
`timescale 1ns / 1ps
module top(
    input clk,
    input rst,
    input [9:0] addr,
    output [15:0] filtered_output,
    output [15:0] raw_input
    );
    wire [15:0] sample_data;
    Sample sample1(
        .clk(clk),
        .reset(rst),
        .addr(addr),
        .data(sample_data)
     );
     simple_IIR_Filter iir(
        .clk(clk),
        .rst(rst),
        .d_in(sample_data),
        .d_out(filtered_output)
     );
     assign raw_input = sample_data;
endmodule
[run.sh]
#!/bin/bash
# OpenROAD 26Q1-2900-gdf79404cd8, Yosys 0.63+post, stock flow scripts
make -C /OpenROAD-flow-scripts/flow DESIGN_CONFIG=/design/flow/config.mk WORK_HOME=/design/flow/orfs finish
[config.mk]
export PLATFORM = sky130hd
export DESIGN_NAME = top
export DESIGN_NICKNAME = top
export VERILOG_FILES = /design/flow/design.v
export SDC_FILE = /design/flow/constraint.sdc
export NUM_CORES = 4
export LEC_CHECK = 1
export CORE_UTILIZATION = 40
export SYNTH_HDL_FRONTEND = slang
export SYNTH_MEMORY_MAX_BITS = 65536
[constraint.sdc]
current_design top

set clk_period 8.5
set clk_io_pct 0.2

create_clock -name clk0 -period $clk_period [get_ports {clk}]

set non_clock_inputs [all_inputs -no_clocks]
set_input_delay [expr $clk_period * $clk_io_pct] -clock clk0 $non_clock_inputs
set_output_delay [expr $clk_period * $clk_io_pct] -clock clk0 [all_outputs]
==> run notes <==
flow finished, numbers: status=finished, final reports clean, Max-cap violations=0, dpl hpwl=roughly 56000 µm, M1 GR Usage=0.253, fp_density=0.406, IO Pins=44, post-cts resize count=0, Buffers on Ports=17, First-pass DRT Iterations=5, first-pass GRT wire length=between 100000 and 150000 µm, area added between synthesis and finish=6.71%, Core ar.=a little under 0.08 mm², Cell Area, Synth=0.0316 mm², Inserted Clock Buffers=24, chip area=0.0802 mm², H-tree Lvls=1, GRT Util Overall=0.181, ranking of synthesized cells by instance count=inv_1, ha_1, fa_1, root buffer cell=clkbuf_16, Post-CTS Setup Repair Bufs=0, Die Span Y=283 µm, Worst Hold Margin=0.438 ns, post-synth top area cell=fa_1, CP required=between 8 and 9 ns, RSZ-0062 raised after global routing=false, Crit path max-delay family=adder cells, fin crit share=0.779, detailed-route via count=19746, antenna viol nets, final=0, fill count=~7500, skew final=~0.036 ns, gr busiest metal=met2, Syn Inst Count=~3200, final setup vio count=0, CP endpoint kind=register, Top area cell types=fa_1, ha_1, dfxtp_1, inv_1, xnor2_1, largest net degree at the start of global routing=69, min cycle time layout=6.62 ns, # hold bufs at CTS=0, unique cell type count in the Yosys netlist=62, Critical Path Max Stage Delay=~0.7 ns, Max Slew Vio Count=0, worst-path cell chain=fa_1, inv_1, fa_1, inv_1, ha_1, a21oi_1, fa_1, inv_1, fa_1, inv_1, fa_1, inv_1, ha_1, a21o_1, a21oi_1, o211ai_1, a211o_1, a311o_1, a21oi_1, a21oi_1, mux2_1, slew margin rel.=0.511, top-count cell post-synth=inv_1, Largest type area fraction=0.322, Worst Tran Pin Value=0.725 ns, Critical Path Start Type=register, CP max stage cell=fa_1, vias in the first global route=21633, final hold vios=0, final WL=between 60000 and 70000 µm, critical path depth=21, GR Layer Usage met3=0.0465, worst path arrival time=7.07 ns, maximum clock path buffer count=3, Crit path buffers/inverters=5, worst hold stages=1, chip area in the Yosys report=0.0316 mm², row count=around 100, drt via density=~4.6, Sink Count=roughly 220, Crit Path Max Fanout=5, mean post-synth cell area=approximately 9.8 µm², Crit Path Category=reg2reg, die width=283 µm, overall overflow remaining after global route=0, clock transition at the registers of the reported paths=approximately 0.070 ns, Worst-Skew Late Latency=0.55 ns, ys flop type=dfxtp_1, Seq/Total Area, Yosys=0.137, initial antenna violation count=0, routed len/inst=around 15 µm, antenna cells=0, Post-synth EDFFs=0, Max Fclk=0.151 GHz, initial DRC count=roughly 580, Post-synth regs=~220, GR met2 Demand/Resource=0.297, Tool Warnings=slightly above 60, share of cells above drive strength 1=0.0215, final setup TNS=0 ns, # Cells Yosys=~3200, flop2flop setup slack=approximately 1.9 ns, HP Class=reg2reg, Syn. warnings=0, cell count of the worst reg-to-reg path=21, DR DRC count=0, async set-reset flop share out of synthesis=0, CTS tree=yes, GP Congestion=~0.94
## metal layers
metal	wire length, µm	vias to the layer above
met3	3550	58
met4	1150	0
li1	-	10016
met1	28300	9361
met5	0	-
met2	31000	311
## through the flow
| step | utilization | area (µm²) | instances | setup WS, ns |
|---|---|---|---|---|
| 2_1_floorplan | - | 31700 | 3232 | 2.39 |
| 3_3_place_gp | 0.423 | 33000 | 4247 | 1.93 |
| 3_5_place_dp | 0.423 | 33000 | 4247 | 1.89 |
| 4_1_cts | 0.434 | 33800 | 4291 | 1.89 |
| 5_1_grt | 0.434 | 33800 | 4291 | 1.40 |
| 6_report | 0.434 | 33800 | 4291 | 1.88 |
## cell families (layout without fill, tap and decap cells)
logic type / count (synthesis) / after routing / synth area share
mux: 7 / 7 / 0.00261
flops: 216 / 216 / 0.137
other cells: 1 / 16 / 0.000119
xor+xnor: 157 / 157 / 0.0435
buf+inv: 928 / 947 / 0.112
fa+ha+maj: 1127 / 1127 / 0.566
compound gates: 339 / 339 / 0.0701
simple gates: 442 / 442 / 0.0688
## layout by cell type, fill, tap and decap left out, types with 24 or more instances in the layout
cell / count
nor3_1: 30
clkbuf_16: 24
ha_1: 617
nand2_1: 50
xor2_1: 51
inv_1: 882
nor2b_1: 83
nor2_1: 180
fa_1: 509
a21o_1: 60
dfxtp_1: 216
xnor2_1: 106
o21ai_0: 57
a21oi_1: 103
## cell type report
type,instances,area [µm²],share of cell area
Multi-Input combinational cell,2088,23800,0.706
Sequential cell,216,4320,0.128
Inverter,882,3310,0.0980
Timing Repair Buffer,21,201,0.00597
Clock inverter,12,136,0.00404
Tap cell,1040,1300,0.0385
Clock buffer,32,661,0.0196
## worst paths after layout
path                                          startpoint                       endpoint
worst max register to register    iir.v_z1[4]$_SDFF_PP0_  iir.product_b1[15]$_SDFF_PP0_
worst min register to register  iir.sum_2[13]$_SDFF_PP0_       iir.r_out[13]$_SDFF_PP0_
worst max-delay path              iir.v_z1[4]$_SDFF_PP0_  iir.product_b1[15]$_SDFF_PP0_
worst min-delay path            iir.sum_2[13]$_SDFF_PP0_       iir.r_out[13]$_SDFF_PP0_
## worst register-to-register path, stage by stage, from the launching register on
cell and delay (ns):
dfxtp_1 0.37, fa_1 0.69, inv_1 0.12, fa_1 0.54
inv_1 0.13, ha_1 0.33, a21oi_1 0.10, fa_1 0.54
inv_1 0.05, fa_1 0.52, inv_1 0.04, fa_1 0.47
inv_1 0.04, ha_1 0.28, a21o_1 0.16, a21oi_1 0.24
o211ai_1 0.29, a211o_1 0.40, a311o_1 0.41, a21oi_1 0.34
a21oi_1 0.13, mux2_1 0.32
## flip-flops by register name, indices dropped and copies added, names as in the netlist
name / cells
iir.v_z1: 16
iir.sum_2: 16
iir.v_z2: 16
iir.y_z2: 14
iir.product_a1: 30
iir.r_out: 16
iir.product_b2: 16
iir.product_b0: 16
iir.product_b1: 16
iir.sum_1: 30
iir.product_a2: 30
